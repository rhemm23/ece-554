`design/flow/design.v`:
```
module fifo
  #(
    parameter DEPTH=8,
    parameter BITS=64
  )
  (
    input clk, rst_n, en,
    input [BITS-1:0] d,
    output [BITS-1:0] q
  );
  reg [BITS-1:0] data [0:DEPTH-1];
  integer i;
  always_ff @(posedge clk or negedge rst_n) begin
    if (!rst_n) begin
      for (i = 0; i < DEPTH; i = i + 1) begin
        data[i] = '0;
      end
    end else if (en) begin
      for (i = DEPTH - 1; i > 0; i = i - 1) begin
        data[i] <= data[i - 1];
      end
      data[0] <= d;
    end
  end
  assign q = data[DEPTH - 1];
endmodule
```
`design/flow/run.sh`:
```
#!/bin/bash
# OpenROAD 26Q1-2900-gdf79404cd8, Yosys 0.63+post, stock flow scripts
make -C /OpenROAD-flow-scripts/flow DESIGN_CONFIG=/design/flow/config.mk WORK_HOME=/design/flow/orfs finish
```
`design/flow/config.mk`:
```
export PLATFORM = sky130hd
export DESIGN_NAME = fifo
export DESIGN_NICKNAME = fifo
export VERILOG_FILES = /design/flow/design.v
export SDC_FILE = /design/flow/constraint.sdc
export NUM_CORES = 4
export LEC_CHECK = 1
export CORE_UTILIZATION = 40
```
`design/flow/constraint.sdc`:
```
current_design fifo

set clk_period 1.5
set clk_io_pct 0.2

create_clock -name clk0 -period $clk_period [get_ports {clk}]

set non_clock_inputs [all_inputs -no_clocks]
set_input_delay [expr $clk_period * $clk_io_pct] -clock clk0 $non_clock_inputs
set_output_delay [expr $clk_period * $clk_io_pct] -clock clk0 [all_outputs]
```
==> flow_metrics.rpt <==
IMPLEMENTATION SUMMARY REPORT
----------------------------------------------------
[Status]
  Status ........................ complete, no violations

[Clock tree]
  CTS tree ........................ done
  Maximum clock path buffer count ........................ 3
  Clock sink total ........................ 512
  Latency at later pin ........................ 0.58 ns
  Maximum level of the CTS H-tree ........................ 2
  TritonCTS buffer count ........................ 54
  Root buf cell ........................ sky130_fd_sc_hd__clkbuf_16
  Clock slew seen by the registers of the worst setup and hold paths ........................ roughly 0.060 ns

[Pwr]
  Total power divided by cell area ........................ around 1700 nW/um2
  Worst VDD drop ........................ 0.000965 V
  Leak ........................ 10.0 nW

[Global routing]
  GRT overflow ........................ 0
  Global-route total usage across every layer ........................ 12.8%
  Largest net degree at the start of global routing ........................ 88
  Vias in the first global route ........................ 9388
  Number of antenna violations at the first check in global routing ........................ 0
  Global-route wire length before repair ........................ 49900 um

[Flow run]
  Tally of OpenROAD warnings ........................ 25
  Max-cap violation count ........................ 0

[Setup path]
  Buffers & Inverters on Critical Path ........................ 1
  Worst EP arrival ........................ 1.13 ns
  Capturing element type of the critical path ........................ output pin
  Slowest cell delay on critical path ........................ around 0.38 ns
  Peak fanout along the critical path ........................ 2
  Worst Path Required ........................ between 1 and 1.5 ns
  Critical path start-end classification ........................ reg -> out
  List of cells traversed by the critical path ........................ clkdlybuf4s15_1
  Max stage delay cell, worst path ........................ sky130_fd_sc_hd__dfrtp_1
  CP delay by family, top ........................ flip-flops
  Critical path launch point type ........................ flip-flop

[Placed design]
  Placer Congestion ........................ 0.725
  Post-Place Worst Slack ........................ roughly 0.13 ns
  Number of instances in the placed design ........................ 1806
  Port Buf Inserts ........................ 130
  Post-detailed-placement half-perimeter wirelength ........................ 17500 um

[Finish]
  Flip-flop count of the largest register, all copies and words added ........................ 512
  Top flop regs ........................ data: 512 flops
  Final standard cell utilization of the core ........................ between 40% and 50%
  Number of cells in the finished layout apart from fillers ........................ around 1900
  Syn-to-layout area delta ........................ 21.1%
  Reg with most FFs ........................ data
  Layout cell share with drive strength beyond 1 ........................ 52.5%

[Yosys]
  Cells taking the most area after synthesis ........................ sky130_fd_sc_hd__dfrtp_1, sky130_fd_sc_hd__mux2_2, sky130_fd_sc_hd__buf_6
  Cell type with the largest total area ........................ sky130_fd_sc_hd__dfrtp_1
  Number of distinct library cells after synthesis ........................ 5
  Syn_area_per_cell ........................ 17.8 um2
  Cell count in the Yosys report ........................ between 1000 and 1500
  Total cell area reported by yosys after synthesis ........................ a little under 20000 um2
  Post-synthesis instance total ........................ roughly 1100
  Post-synth design cell area ........................ 19200 um2
  Area fraction of the dominant cell type after synthesis ........................ 66.7%
  Sequential cell area fraction in the yosys report ........................ 66.7%
  Warnings from Yosys ........................ 2
  Flop and latch count out of synthesis ........................ 512

[Final timing]
  Portion of the clock cycle consumed by the worst path in the final layout ........................ 95.5%
  Headroom to the max-slew limit ........................ 45.6%
  Upper clock frequency limit ........................ 698 MHz
  Total Negative Setup Slacks ........................ 0 ns
  Number of setup violations in the final report ........................ 0
  Final-report max-slew violation count ........................ 0
  Worst slew pin tran ........................ a little over 0.8 ns
  Max Clock Skew ........................ 0.00671 ns
  RSZ-0062 raised after global routing ........................ no
  Worst Hold Margin ........................ 0.244 ns
  Final critical delay including setup and external delays ........................ approximately 1.4 ns
  Final number of hold-violating endpoints ........................ 0
  Worst Slack Setup Final ........................ ~0.067 ns

[Floorplanning]
  FP Rows ........................ a little under 80
  Area of the placeable core ........................ 47000 um2
  FP Core Util ........................ 40.9%
  Horizontal extent of the die ........................ about 220 um
  Chip area ........................ 48900 um2
  Height of the chip ........................ 221 um
  I/O Pins ........................ between 100 and 150

[Drt]
  Remaining number of nets flagged by the antenna check after routing ........................ 0
  Routed vias ........................ 9137
  Router iterations before antenna repair ........................ 4
  Average wire length per cell after detail routing ........................ 14.7 um
  Detailed-route DRC error count ........................ 0
  Violation tally from detailed-route iteration zero ........................ between 300 and 400
  Avg Vias per Cell ........................ 4.72
  Diodes inserted ........................ 0
  Final wirelength ........................ about 28000 um

[Hold path]
  Classification of the worst-slack hold path ........................ in -> reg

----------------------------------------------------
through the flow:
step           instance area (um2)  power [mW]
3_5_place_dp                 21300        25.6
2_1_floorplan                19200        22.5
4_1_cts                      23200        39.5
6_report                     23300        38.7
5_1_grt                      23300        40.9
3_3_place_gp                 21300        25.3
synth_stat cells, drive strengths merged:
cell      n
buf      49
dfrtp   512
mux2    512
clkbuf    8
metal layers:
metal / part of all wire (%) / vias to the layer above / wire length (um) / track usage (%)
li1: - / 4283 / - / -
met4: 2.8 / 0 / 806 / 3.09
met5: 0 / - / 0 / 0
met1: 47 / 4678 / 13400 / 21.2
met3: 4.3 / 62 / 1230 / 2.59
met2: 46 / 114 / 13000 / 18.3
path summary, 6_finish.rpt:
kind / from / to / slack (ns) / cells after the start
max: data[7][37] / q[37] / 0.07 / 1
min: en / data[7][18] / 0.24 / 3
max reg2reg: data[7][23] / data[7][23] / 0.62 / 2
min reg2reg: data[2][25] / data[3][25] / 0.50 / 1
max in group asynchronous: rst_n / data[7][14] / 0.26 / 7
min in group asynchronous: rst_n / data[1][56] / 0.45 / 6
power by group:
| part | total, mW | switching, mW | internal (mW) |
|---|---|---|---|
| Clock | 13.7 | 5.17 | 8.52 |
| Combinational | 5.78 | 1.64 | 4.14 |
| Sequential | 19.3 | 1.74 | 17.5 |
| Total | 38.7 | 8.56 | 30.2 |
cells by family (layout without fill, tap and decap cells):
family | count (synthesis) | in the layout | share of synthesized area, %
flip-flops | 512 | 512 | 66.7
buffers and inverters | 57 | 303 | 3.35
multiplexers | 512 | 512 | 30.0
cells in the final DEF (no fill, tap or decap):
master / netlist / final
sky130_fd_sc_hd__mux2_2: 512 / 512
sky130_fd_sc_hd__dfrtp_1: 512 / 512
sky130_fd_sc_hd__clkdlybuf4s50_1: 0 / 64
sky130_fd_sc_hd__clkbuf_16: 0 / 57
sky130_fd_sc_hd__buf_4: 0 / 44
sky130_fd_sc_hd__clkdlybuf4s15_1: 0 / 37
sky130_fd_sc_hd__buf_12: 0 / 25
sky130_fd_sc_hd__buf_2: 3 / 25
sky130_fd_sc_hd__clkbuf_8: 8 / 15
sky130_fd_sc_hd__clkbuf_1: 0 / 13
sky130_fd_sc_hd__clkinv_2: 0 / 7
sky130_fd_sc_hd__bufinv_16: 0 / 5
sky130_fd_sc_hd__dlygate4sd3_1: 0 / 4
sky130_fd_sc_hd__clkinvlp_4: 0 / 2
sky130_fd_sc_hd__buf_8: 0 / 2
sky130_fd_sc_hd__clkbuf_2: 0 / 2
sky130_fd_sc_hd__clkinv_4: 0 / 1
layout make-up:
class / count / area, um2
multi-input combinational: 512 / 5770
timing repair buffer: 203 / 2050
tap: 607 / 759
clock buffer: 85 / 1680
sequential: 512 / 12800
fill: 3880 / 23700
clock inverter: 15 / 209
timing repair:
item                       CTS  global route
hold endpoints to repair   334           113
buffers inserted            20             1
pin swaps                    0             0
setup endpoints to repair   64           127
hold buffers                 4             3
gates resized              172             2
Power figures rest on the tool's default switching activity, not on a simulated workload.
